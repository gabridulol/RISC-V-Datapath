==> design.v <==
module Mux (
    input wire Control,
    input wire [31:0] in0,
    input wire [31:0] in1,  
    output reg [31:0] out
);
    always @(*) begin
        if (Control) begin
            out = in1;
        end else begin
            out = in0;
        end
    end
endmodule
==> run.sh <==
#!/bin/bash
# OpenROAD 26Q1-2900-gdf79404cd8, Yosys 0.63+post, stock flow scripts
make -C /OpenROAD-flow-scripts/flow DESIGN_CONFIG=/design/flow/config.mk WORK_HOME=/design/flow/orfs finish
==> config.mk <==
export PLATFORM = sky130hd
export DESIGN_NAME = Mux
export DESIGN_NICKNAME = Mux
export VERILOG_FILES = /design/flow/design.v
export SDC_FILE = /design/flow/constraint.sdc
export NUM_CORES = 4
export LEC_CHECK = 1
export CORE_AREA = 10 10 71 71
export DIE_AREA = 0 0 81 81
==> constraint.sdc <==
current_design Mux

set clk_period 1.0
set clk_io_pct 0.2

create_clock -name clk0 -period $clk_period

set non_clock_inputs [all_inputs -no_clocks]
set_input_delay [expr $clk_period * $clk_io_pct] -clock clk0 $non_clock_inputs
set_output_delay [expr $clk_period * $clk_io_pct] -clock clk0 [all_outputs]
==> results.yml <==
# flow metrics
die:
  die_h_microns: 81
  io-pin-count: 97
  num_rows: 22
  core_sq_um: 3630
  fp_util_pct: 15.0
  die_w_microns: 81
  chipArea_sq_um: 6560
pwr:
  vdd_drop_max_mv: 0.144
  total_power_w: 0.000631
  p_switching_w: 0.000140
  sw_frac_of_total_pct: 22.2
  powerDensity_nw_per_um2: 394
  pwr-share-comb_pct: 100.0
  p_int_w: 0.000491
  p_leak_nw: 0.870
  seq_power_share_pct: 0
  clkPwrFrac_pct: 0
critical_path:
  crit_fanout: 5
  max_stage_delay_ns: 0.30
  setup.worst_path.end: "out[22]"
  cp_data_required_time_ns: 0.80
  start_kind: "primary input"
  setup.worst_path.start: "Control"
  criticalPathCategory: "in -> out"
  end_kind: "primary output"
  crit_path_cell_trace: "buf_12, buf_8, buf_12, mux2_4, buf_6"
  worstPathArrival_ns: 0.97
  timing.critical_path.mode_cell: "buf_12"
  crit_path_top_delay_cell: "mux2_4"
detailed_routing:
  dr_wl_met2_microns: 1410
  wl_per_cell_microns: 15.0
  drc: 0
  num_antenna_cells: 0
  firstDrtPassIters: 2
  topRoutingLayerUsed: "met3"
  drtAntennaViolNets: 0
  num_vias: 704
  vias_per_cell: 3.74
  wl_met1_microns: 1020
  wl_met3_microns: 380
  drt_iter0_markers: 2
  drt-total-wl_microns: 2810
synthesis:
  yosysSeqAreaShare_pct: 0
  top_area_share_pct: 82.8
  synth.distinct_cells: 4
  syn_avg_cell_area_sq_um: 15.1
  yosys_warnings: 1
  top_area_cell: "mux2_4"
  yosys-stat-area_sq_um: 544
  ys_cells: 36
  syn_inst: 36
  syn_area_sq_um: 544
  top_cells_by_area: "mux2_4 83%, buf_12 11%, mux2_2 4.1%"
timing:
  timing.final.crit_share_pct: 117
  min_period_ns: 1.17
  relSlewSlack_pct: 94.3
  worst_slack_ns: -0.168
  rsz0062_at_grt: "yes"
  hold_viol: 0
  setup_viol: 32
  worstMarginPinSlew_ns: 0.0848
  drv_slew: 0
  hold_ws_ns: 0.797
  fmax_mhz: 856
finish:
  seq_area_sq_um: 0
  area_growth_pct: 194
  mostFrequentLayoutCell: "dlygate4sd2_1"
  mostFrequentLayoutCells: "64 x dlygate4sd2_1, 32 x mux2_4, 27 x buf_6"
  drive_above_1_share_pct: 54.3
  nClkBuffers: 0
  flops: 0
  design_area_sq_um: 1600
  logic_area_sq_um: 480
  fillers: 366
global_routing:
  grt_overflow: 0
  grt_pass1_wl_microns: 3990
  grtUsageTotal_pct: 7.56
  antenna_found_initial: 0
  grt_pass1_vias: 757
  grt_max_degree: 11
run_status:
  failed_checks: "setup timing"
  status: "finished, violations left"
placed_design:
  hpwl_microns: 2520
  gp_congestion: 0.842
  placed_area_sq_um: 1530
  port_buffers: 97
clock_tree:
  hold_buffers: 0
worst_hold_path:
  hold_path_depth: 3
  hp-start: "in0[23]"
  min_path_type: "in -> out"
job:
  drv_cap: 0
  warnings: 34
## stage by stage
step	cells	setup TNS, ns	utilization (%)	setup slack [ns]
after floorplan	36	0	-	0.0669
after global placement	181	-15.92	42.1	-0.510
after detailed placement	181	-15.99	42.1	-0.518
after CTS	188	-3.96	42.7	-0.169
after global routing	188	-4.42	44.1	-0.185
final	188	-3.89	44.1	-0.168
## synthesized netlist by cell type (all sizes together)
cell type	n
buf	4
mux2	32
## cells by family (layout without fill, tap and decap cells)
family | Yosys count | count (layout) | synth area share (%)
buf+inv | 4 | 108 | 13.1
mux | 32 | 32 | 86.9
## worst max-delay path: cells and delay by family
kind / cells / cell delay, ns
buffers and inverters: 4 / 0.46
multiplexers: 1 / 0.30
## metal layers
layer	global-route usage [%]	vias to the layer above
li1	-	346
met1	8.57	308
met2	13.6	50
met3	3.34	0
met4	0	0
met5	0	-
## power by group through the flow
stage         clock network, W  registers [W]  logic [W]
CTS                          0              0   0.000609
global route                 0              0   0.000678
finish                       0              0   0.000631
## how the worst min path moves through the flow
stage | end | slack, ns
6_report | out[23] | 0.80
5_1_grt | out[11] | 0.81
4_1_cts | out[22] | 0.80
## repair_timing
action | 4_1_cts | 5_1_grt
resized | 192 | 8
endpoints found under the setup margin | 32 | 32
endpoints found under the hold margin | 0 | 0
setup buffers | 7 | 0
## cell type report
type	count	share of cell area [%]
timing repair buffer	108	66.3
multi-input combinational	32	30.0
tap	48	3.75
Power figures rest on the tool's default switching activity, not on a simulated workload.
