$ cat flow/config.mk
export PLATFORM = sky130hd
export DESIGN_NAME = ALU
export DESIGN_NICKNAME = ALU
export VERILOG_FILES = /design/flow/design.v
export SDC_FILE = /design/flow/constraint.sdc
export NUM_CORES = 4
export LEC_CHECK = 1
export CORE_UTILIZATION = 30
$ cat flow/run.sh
#!/bin/bash
# OpenROAD 26Q1-2900-gdf79404cd8, Yosys 0.63+post, stock flow scripts
make -C /OpenROAD-flow-scripts/flow DESIGN_CONFIG=/design/flow/config.mk WORK_HOME=/design/flow/orfs finish
$ cat flow/design.v
module ALU (
    input wire [31:0] a,  
    input wire [31:0] b,     
    input wire [3:0] ALUControl, 
    output reg [31:0] ALUResult,
    output reg zero
);
    localparam [3:0] LB  = 4'b0010,
                     SB  = 4'b0010,
                     ADD  = 4'b0010, 
                     AND  = 4'b0000,  
                     ORI  = 4'b0001,
                     SLL  = 4'b1000,
                     BNE  = 4'b0110; 
    always @(*) begin
        case (ALUControl) 
            LB: ALUResult = a + b;
            SB: ALUResult = a + b;
            ADD: ALUResult = a + b;
            AND: ALUResult = a & b;
            ORI: ALUResult = a | b;
            SLL: ALUResult = a << b; 
            BNE: ALUResult = (a != b) ? 0 : 1; 
            default: ALUResult = 32'b0;   
        endcase
        zero = (ALUResult == 32'b0) ? 1'b1 : 1'b0;
    end
endmodule
$ cat flow/constraint.sdc
current_design ALU

set clk_period 22.1
set clk_io_pct 0.2

create_clock -name clk0 -period $clk_period

set non_clock_inputs [all_inputs -no_clocks]
set_input_delay [expr $clk_period * $clk_io_pct] -clock clk0 $non_clock_inputs
set_output_delay [expr $clk_period * $clk_io_pct] -clock clk0 [all_outputs]
==> out/results.tsv <==
stage	metric	value	unit
outcome	status	completed	
timing	setup_viol	0	
timing	max_freq	0.06921	GHz
timing	timing.final.crit_share	0.6538	
power_and_ir_drop	peakVddDrop	0.01235	mV
cells_and_area	final_layout_size_suffix_gt1_frac	0.07710	
synth	top_area_cell	ha_1	
setup_path	cp.arrival	10030	ps
synth	yosys.area.top_type_share	0.1489	
setup_path	path_max_fanout	44	
floorplanning	die-area	18460	um2
synth	ys_chip_area	5378	um2
power_and_ir_drop	power	0.0001497	W
run	warning_count	64	
place	place_hpwl	18.97	mm
detailed_routing	drt-vias-per-instance	6.017	
timing	finalHoldViolations	0	
timing	fin_tns_setup	0	ps
detailed_routing	drt_iter0_drc	600	
power_and_ir_drop	powerDensity	22.89	nW/um2
timing	relSlewSlack	0.4150	
floorplanning	ioPinCount	101	
setup_path	critPathSlowestCell	or4_1	
power_and_ir_drop	p_leak	2.685	nW
global_routing	antenna_found_initial	0	
cts	post_cts_buffers	0	
place	gp_congestion	0.9745	
setup_path	path_cells	buf_2 > buf_4 > clkinv_1 > ha_1 > a211oi_1 > or4b_2 > nand3_1 > a221o_1 > or4b_1 > or4_1 > or4b_1 > or4_1 > or4_1 > nor2_1 > clkdlybuf4s50_1	
global_routing	grt_pass1_wl	35.36	mm
setup_path	crit_family	simple AND/OR/NAND/NOR gates	
place	placed_cells	1081	
timing	tightest_slew	855.4	ps
cells_and_area	final_cells	1081	
setup_path	critPathRequiredTime	17680	ps
setup_path	worst-path-buf-inv	4	
global_routing	grt_max_degree	63	
floorplanning	initial_core_util	0.3088	
synth	ys_cells	797	
detailed_routing	drtPass1Iterations	5	
detailed_routing	totalWireLength	23.35	mm
synth	synthTopCellsByCount	77 x nand2_1, 74 x inv_1, 71 x nor2_1	
cells_and_area	mi_logic_area	4885	um2
detailed_routing	diodes	0	
worst_hold_path	hold_path_class	in -> out	
detailed_routing	vias	6504	
timing	min_period	14450	ps
setup_path	critical_path_class	in -> out	
synth	area_leaders	ha_1 15%, mux4_2 8.0%, a21oi_1 5.6%, nand2_1 5.4%, mux2i_1 5.2%	
cells_and_area	area_delta_synth_final	21.64	%
setup_path	crit_path_end_kind	primary output	
synth	netlist_instances	797	
setup_path	critPathLaunch	b[1]	
detailed_routing	wire_per_inst	21.60	um
cells_and_area	clkbuf_count	0	
cts	holdBufCountCts	0	
place	io_buffers	101	
detailed_routing	drc	0	
global_routing	grt_pass1_vias	5865	
worst_hold_path	min-delay-start	ALUControl[0]	
setup_path	slowest_delay	610	ps
synth	yosysMostFrequentCell	nand2_1	
synth	synth_cell_type_count	69	
floorplanning	dieWidth	135.9	um
cells_and_area	seq_area	0	um2
run	maxCapViolCount	0	
detailed_routing	postRouteAntennaNets	0	
floorplanning	coreArea	17420	um2
floorplanning	die_y	135.9	um
global_routing	grtUsageTotal	0.2586	
timing	grt_setup_unrepaired	no	
synth	ys_seq_share	0	
timing	slew_viol_final	0	
cells_and_area	nFlopsAndLatches	0	
setup_path	worstSetupStartpointType	input port	
global_routing	grt_overflow	0	
cts	post_cts_resized	0	
setup_path	cp_common_cell	or4_1	
timing	whs	10110	ps
cells_and_area	final_util	0.3756	
synth	syn_area	5378	um2
synth	synth-warning-count	1	
cells_and_area	fill_cells	1872	
synth	synth_area_per_cell	6.747	um2
floorplanning	fp-row-count	48	
[per-stage QoR]
| step | cell area [um2] | setup WS, ps |
|---|---|---|
| after global placement | 6541 | 7798 |
| after floorplan | 5378 | 9201 |
| after CTS | 6541 | 7688 |
| final | 6541 | 7651 |
| after global routing | 6541 | 7401 |
| after detailed placement | 6541 | 7724 |
[where the power goes]
| group | switching [W] | internal, W |
|---|---|---|
| Combinational | 0.0000873 | 0.0000624 |
| Sequential | 0 | 0 |
| Clock | 0 | 0 |
[final cells by class]
cell class                      count  share of cell area
Inverter                           75             0.04304
Multi-Input combinational cell    667              0.7467
Tap cell                          225             0.04304
Timing Repair Buffer              114              0.1672
[placed cells by master, fill, tap and decap left out, drive strengths merged, types with 6 or more instances in the layout]
master         Yosys  layout
inv               74      74
nor4              17      17
a211oi            18      18
or3               11      11
nand2b            10      10
a31oi              6       6
mux2i             29      29
clkdlybuf4s50      0      98
a21oi             60      60
nor3              12      12
buf               17      16
o21ai             54      54
nor2              71      71
xor2              10      10
mux2              19      19
nor2b              6       6
nand2             77      77
mux4              19      19
o221ai             9       9
or4                8       8
nand4             13      13
o22ai             11      11
nand3             23      23
ha                64      64
o211ai            21      21
[metal layers]
metal,vias to the layer above,wire (um),track usage
li1,3104,-,-
met1,3038,10490,0.3959
met2,339,10040,0.3818
met3,23,2365,0.04597
met4,0,446,0.04568
met5,-,0,0
[kinds of logic (layout without fill, tap and decap cells)]
group / count (synthesis) / count (layout) / synth area share
simple gates: 275 / 275 / 0.2506
compound gates: 245 / 245 / 0.3025
buf+inv: 130 / 189 / 0.09283
mux: 67 / 67 / 0.1771
fa+ha+maj: 65 / 65 / 0.1526
xor+xnor: 15 / 15 / 0.02443
[path summary, 6_finish.rpt]
path	endpoint	slack, ps	cells past startpoint
max	zero	7650	15
min	ALUResult[16]	10110	5
No activity file was given, so power comes from the tool's default toggle rates.
