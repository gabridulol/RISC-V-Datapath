[/design/flow/run.sh]
#!/bin/bash
# OpenROAD 26Q1-2900-gdf79404cd8, Yosys 0.63+post, stock flow scripts
make -C /OpenROAD-flow-scripts/flow DESIGN_CONFIG=/design/flow/config.mk WORK_HOME=/design/flow/orfs finish
[/design/flow/constraint.sdc]
current_design Registers

set clk_period 11.5
set clk_io_pct 0.2

create_clock -name clk0 -period $clk_period

set non_clock_inputs [all_inputs -no_clocks]
set_input_delay [expr $clk_period * $clk_io_pct] -clock clk0 $non_clock_inputs
set_output_delay [expr $clk_period * $clk_io_pct] -clock clk0 [all_outputs]
[/design/flow/design.v]
module Registers (
    input wire RegWrite,
    input wire [4:0] readReg1, readReg2,
    input wire [4:0] writeReg,
    input wire [31:0] writeData,
    output reg [31:0] readData1, readData2
);
    reg [31:0] registers [0:31];
    always @(registers[0]) begin
        registers[0] = 0;
    end
    always @(readReg1, registers[readReg1]) begin
        readData1 = registers[readReg1];
    end
    always @(readReg2, registers[readReg2]) begin
        readData2 = registers[readReg2];
    end
    always @(*) begin
        if (RegWrite) begin
            registers[writeReg] = writeData;
        end
    end
endmodule
[/design/flow/config.mk]
export PLATFORM = sky130hd
export DESIGN_NAME = Registers
export DESIGN_NICKNAME = Registers
export VERILOG_FILES = /design/flow/design.v
export SDC_FILE = /design/flow/constraint.sdc
export NUM_CORES = 4
export LEC_CHECK = 1
export CORE_UTILIZATION = 30
==> metrics.csv <==
metric,value,unit
outcome,finished clean,
p_per_area,29.2,mW/mm2
top_area_cell,dlxtn_1,
maxSlewViolCount,0,
relSlewSlack,19.5,%
ys_sh_mux,5.16,%
met2_length,58.3,mm
dp_hpwl,90.6,mm
untimed_endpoints,992,
place_area,0.0319,mm2
ys_sh_xor,0,%
path_class,primary input to primary output,
swShare,49.6,%
hold_depth,6,
synth_warnings,2,
setup_viol,0,
cts.repair.resized,0,
ys_sh_simple,15.2,%
grt_pass1_wl,205,mm
hp-class,primary input to primary output,
warnings,32,
fp.dieH,312,um
critPathMaxFanout,37,
post_route_cells_drive_above_1_share,10.5,%
ys_ff,992,
synth.logic.top_family,AND-OR/OR-AND gates,
setup_ws,2.89,ns
grt_overflow,0,
syn_to_final_growth,10.4,%
crit_required,9.20,ns
core-area,0.0952,mm2
ys_sh_adder,0,%
yosys.cell_types.count,64,
period_needed,8.61,ns
fp.dieW,312,um
ys_chip_area,0.0289,mm2
ir_drop,0.0188,mV
place_ws,3.15,ns
yosysTopAreaCellShare,51.6,%
hold_start,readReg1[2],
compound_area_share,23.9,%
fmax,116,MHz
ant_nets,0,
post-cts-setup-buffer-count,0,
ff_type,dlxtn_1,
track_usage,30.6,%
routed.top_layer,met5,
tightest_slew,1.20,ns
grt_max_degree,57,
unclocked_pins,992,
whs_endpoint,readData1[20],
place_inst,4254,
drc,0,
grt_pass1_vias,28199,
rsz0062_at_grt,false,
tns,0,ns
final_area,0.0319,mm2
synthArstFlopShare,0,%
leakage,14.0,nW
total_power,0.931,mW
num_vias,28653,
synth_area_per_cell,9.64,um2
gp_congestion,1.04,
wl_met3,27.7,mm
synth_cells,2995,
synth_area,0.0289,mm2
routed_wl,149,mm
synth.cells.most_frequent,"992 x dlxtn_1, 520 x a22oi_1, 234 x and3_1, 169 x clkbuf_1, 104 x nand3_1",
dr.pass1.iters,10,
antenna_found_initial,11,
crit_path_start_kind,primary input,
avgViaCountPerCell,6.73,
rows,113,
worstSetupEndpointType,primary output,
cts_hold_buffers,0,
p_int,0.469,mW
topCellsByArea,"dlxtn_1 52%, a22oi_1 14%, and3_1 5.1%",
critical_path_arrival,6.31,ns
power_switching,0.461,mW
fin_crit_sh,74.9,%
yosys_cells,2995,
synth-edff-count,0,
most_common_cell,dlxtn_1,
initialDrtViolationCount,3821,
chip_area,0.0975,mm2
initCoreUtil,30.3,%
routedWlPerCell,35.1,um
stdcell_count,4259,
io_buffer_count,112,
largest_reg_flops,992,
met1_length,53.2,mm
pin_count,112,
drv_cap,0,
hold_viol_final,0,
## area by class of cell
class | count | area (um2)
antenna | 5 | 12.5
fill | 9593 | 63300
inverter | 4 | 15.0
multi-input combinational | 1731 | 13100
sequential | 992 | 14900
tap | 1265 | 1580
timing repair buffer | 262 | 2230
## critical path: stages
cell and delay [ns]:
clkdlybuf4s50_1 0.40, buf_4 0.27, nor3_2 0.59, buf_4 0.33, and2_2 0.44, buf_4 0.54, a22oi_1 0.30, and4_1 0.28
nand4_1 0.24, clkdlybuf4s50_1 0.53
## power by group through the flow
stage | Combinational, mW | Clock [mW] | Sequential (mW)
after CTS | 0.572 | 0 | 0.334
after global routing | 0.611 | 0 | 0.356
## worst max-delay path by stage
stage	startpoint	cells after the start	slack, ns	end
global route	readReg1[1]	10	2.89	readData1[30]
CTS	readReg1[3]	10	3.14	readData1[29]
finish	readReg1[1]	10	2.89	readData1[30]
## cells by family (layout without fill, tap and decap cells)
family          after synthesis  in the layout
compound gates              860            860
buf+inv                     272            266
latches                     992            992
mux                         121            121
other cells                   0              5
simple gates                750            750
## metal layers
metal	global-route usage, %	vias up
met5	0.338	-
met4	15.7	16
met3	19.1	612
met2	40.8	2818
met1	38.5	13534
li1	-	11673
## layout by cell type (no fill, tap or decap), types with 8 or more instances in the layout
master,netlist,final
dlxtn_1,992,992
a22oi_1,520,520
and3_1,234,234
buf_4,9,151
clkdlybuf4s50_1,0,107
nand3_1,104,96
nand4_1,86,86
mux2i_1,69,69
a2111oi_0,59,59
a22o_1,53,53
nand2_1,68,45
nor2_1,63,41
a222oi_1,41,41
a32oi_1,36,36
mux2_2,33,33
nor3_1,35,33
or4_1,30,30
a221oi_1,29,29
nand2_2,0,23
or3_1,20,20
nor2_4,0,19
mux4_2,19,19
o211ai_1,18,18
and4_1,16,16
a2111oi_1,15,15
o22ai_1,15,15
a2bb2oi_1,14,14
and2_2,0,13
a32o_1,11,11
o2111a_1,10,10
nor2b_1,15,9
nand3b_1,8,8
o21ai_0,8,8
nand3_2,0,8
## per-stage QoR
step | hold slack (ns) | util [%]
after floorplan | 4.90 | -
after global placement | 5.82 | 33.5
after detailed placement | 5.79 | 33.5
after CTS | 5.81 | 33.5
after global routing | 5.86 | 33.5
final | 5.85 | 33.5
Power figures rest on the tool's default switching activity, not on a simulated workload.
